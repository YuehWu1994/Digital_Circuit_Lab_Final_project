`design.v`:
```
module IR_RECEIVE(
					iCLK,          
					iRST_n,        
					iIRDA,         
					oRST,          
					o_1,           
					o_2,           
					o_3,           
					o_4,           
					o_5,           
					o_6,           
					o_7,           
					o_8,           
					o_9,           
					o_0,           
					o_A,           
					o_B            
					);
parameter IDLE               = 2'b00;     
parameter GUIDANCE           = 2'b01;     
parameter DATAREAD           = 2'b10;     
parameter OUTPUT             = 2'b11;     
parameter IDLE_HIGH_DUR      =  262143;   
parameter GUIDE_LOW_DUR      =  230000;   
parameter GUIDE_HIGH_DUR     =  210000;   
parameter DATA_HIGH_DUR      =  41500;	  
parameter BIT_AVAILABLE_DUR  =  20000;    
input         iCLK;         
input         iRST_n;       
input         iIRDA;        
output        oRST;         
output        o_1;
output        o_2;
output        o_3;
output        o_4;
output        o_5;
output        o_6;
output        o_7;
output        o_8;
output        o_9;
output        o_0;
output        o_A;
output        o_B;
reg    [31:0] oDATA_r, oDATA_w;       
reg    [17:0] idle_count;             
reg           idle_count_flag;        
reg    [17:0] state_count;            
reg           state_count_flag;       
reg    [17:0] data_count;             
reg           data_count_flag;        
reg     [5:0] bitcount;               
reg     [1:0] state;                  
reg    [31:0] data;                   
reg    [31:0] data_buf;               
reg           data_ready;             
reg           reg_rst, reg_1, reg_2, reg_3, reg_4, reg_5, reg_6, reg_7, reg_8, reg_9, reg_0, reg_A, reg_B;
assign oRST   = reg_rst;
assign o_1    = reg_1;
assign o_2    = reg_2;
assign o_3    = reg_3;
assign o_4    = reg_4;
assign o_5    = reg_5;
assign o_6    = reg_6;
assign o_7    = reg_7;
assign o_8    = reg_8;
assign o_9    = reg_9;
assign o_0    = reg_0;
assign o_A    = reg_A;
assign o_B    = reg_B;
always @(posedge iCLK or negedge iRST_n)	
	  if (!iRST_n)
		   idle_count <= 0;
	  else if (idle_count_flag)     
			 idle_count <= idle_count + 1'b1;
		else  
			 idle_count <= 0;	          
always @(posedge iCLK or negedge iRST_n)	
	  if (!iRST_n)
		   idle_count_flag <= 1'b0;
	  else if ((state == IDLE) && !iIRDA)
			 idle_count_flag <= 1'b1;
		else                           
			 idle_count_flag <= 1'b0;		     		 	
always @(posedge iCLK or negedge iRST_n)	
	  if (!iRST_n)
		   state_count <= 0;
	  else if (state_count_flag)     
			 state_count <= state_count + 1'b1;
		else  
			 state_count <= 0;	         
always @(posedge iCLK or negedge iRST_n)	
	  if (!iRST_n)
		   state_count_flag <= 1'b0;
	  else if ((state == GUIDANCE) && iIRDA)
			 state_count_flag <= 1'b1;
		else  
			 state_count_flag <= 1'b0;     		 	
always @(posedge iCLK or negedge iRST_n)	
	  if (!iRST_n)
		   data_count <= 1'b0;
	  else if(data_count_flag)       
			 data_count <= data_count + 1'b1;
		else 
			 data_count <= 1'b0;         
always @(posedge iCLK or negedge iRST_n)
	  if (!iRST_n) 
		   data_count_flag <= 0;	
	  else if ((state == DATAREAD) && iIRDA)
			 data_count_flag <= 1'b1;  
		else
			 data_count_flag <= 1'b0; 
always @(posedge iCLK or negedge iRST_n)
    if (!iRST_n)
       bitcount <= 6'b0;
	  else if (state == DATAREAD)
		begin
			if (data_count == 20000)
					bitcount <= bitcount + 1'b1;  
		end   
	  else
	     bitcount <= 6'b0;
always @(posedge iCLK or negedge iRST_n) 
	  if (!iRST_n)	     
	     state <= IDLE;
	  else 
			 case (state)
 			    IDLE     : if (idle_count > GUIDE_LOW_DUR)   
			  	              state <= GUIDANCE; 
			    GUIDANCE : if (state_count > GUIDE_HIGH_DUR) 
			  	              state <= DATAREAD;
			    DATAREAD : if ((data_count >= IDLE_HIGH_DUR) || (bitcount >= 33))
			  					      state <= OUTPUT;
				OUTPUT   : state <= IDLE;
				default  : state <= IDLE;  
			endcase
always @(posedge iCLK or negedge iRST_n)
	  if (!iRST_n)
	     data <= 0;
		else if (state == DATAREAD)
		begin
			 if (data_count >= DATA_HIGH_DUR)  
			    data[bitcount-1'b1] <= 1'b1;   
		end
		else
			 data <= 0;
always @(posedge iCLK or negedge iRST_n) 
	  if (!iRST_n)
	     data_ready <= 1'b0;
    else if (bitcount == 32)   
		begin
			 if (data[31:24] == ~data[23:16])
			 begin		
					data_buf <= data;      
				  data_ready <= 1'b1;    
			 end	
			 else
				  data_ready <= 1'b0 ;   
		end
		else
		   data_ready <= 1'b0 ;
always @(posedge iCLK or negedge iRST_n)
	if (!iRST_n)
		oDATA_r <= 32'b0000;
	else if (data_ready) 
	    oDATA_r <= data_buf;   
	else
		oDATA_r <= oDATA_w;
always begin
   if(state == OUTPUT) begin
	case (oDATA_r[31:16])
		16'b1111110100000010 : begin                  
			reg_rst = 0;
			reg_1 = 0; 
			reg_2 = 1;
			reg_3 = 0;
			reg_4 = 0; 
			reg_5 = 0;
			reg_6 = 0;
			reg_7 = 0;
			reg_8 = 0;
			reg_9 = 0;
			reg_0 = 0;
			reg_A = 0;
			reg_B = 0;
		end
		16'b1111011100001000 : begin					 
			reg_rst = 0;
			reg_1 = 0; 
			reg_2 = 0;
			reg_3 = 0;
			reg_4 = 0; 
			reg_5 = 0;
			reg_6 = 0;
			reg_7 = 0;
			reg_8 = 1;
			reg_9 = 0;
			reg_0 = 0;
			reg_A = 0;
			reg_B = 0;
		end
		16'b1111101100000100 : begin					 
			reg_rst = 0;
			reg_1 = 0; 
			reg_2 = 0;
			reg_3 = 0;
			reg_4 = 1; 
			reg_5 = 0;
			reg_6 = 0;
			reg_7 = 0;
			reg_8 = 0;
			reg_9 = 0;
			reg_0 = 0;
			reg_A = 0;
			reg_B = 0;
		end
		16'b1111100100000110 : begin					 
			reg_rst = 0;
			reg_1 = 0; 
			reg_2 = 0;
			reg_3 = 0;
			reg_4 = 0; 
			reg_5 = 0;
			reg_6 = 1;
			reg_7 = 0;
			reg_8 = 0;
			reg_9 = 0;
			reg_0 = 0;
			reg_A = 0;
			reg_B = 0;
		end
		16'b1111111000000001 : begin					 
			reg_rst = 0;
			reg_1 = 1; 
			reg_2 = 0;
			reg_3 = 0;
			reg_4 = 0; 
			reg_5 = 0;
			reg_6 = 0;
			reg_7 = 0;
			reg_8 = 0;
			reg_9 = 0;
			reg_0 = 0;
			reg_A = 0;
			reg_B = 0;
		end
		16'b1111110000000011 : begin					 
			reg_rst = 0;
			reg_1 = 0; 
			reg_2 = 0;
			reg_3 = 3;
			reg_4 = 0; 
			reg_5 = 0;
			reg_6 = 0;
			reg_7 = 0;
			reg_8 = 0;
			reg_9 = 0;
			reg_0 = 0;
			reg_A = 0;
			reg_B = 0;
		end
		16'b1111101000000101 : begin					 
			reg_rst = 0;
			reg_1 = 0; 
			reg_2 = 0;
			reg_3 = 0;
			reg_4 = 0; 
			reg_5 = 1;
			reg_6 = 0;
			reg_7 = 0;
			reg_8 = 0;
			reg_9 = 0;
			reg_0 = 0;
			reg_A = 0;
			reg_B = 0;
		end
		16'b1111100000000111 : begin					 
			reg_rst = 0;
			reg_1 = 0; 
			reg_2 = 0;
			reg_3 = 0;
			reg_4 = 0; 
			reg_5 = 0;
			reg_6 = 0;
			reg_7 = 1;
			reg_8 = 0;
			reg_9 = 0;
			reg_0 = 0;
			reg_A = 0;
			reg_B = 0;
		end
		16'b1111011000001001 : begin					 
			reg_rst = 0;
			reg_1 = 0; 
			reg_2 = 0;
			reg_3 = 0;
			reg_4 = 0; 
			reg_5 = 0;
			reg_6 = 0;
			reg_7 = 0;
			reg_8 = 0;
			reg_9 = 1;
			reg_0 = 0;
			reg_A = 0;
			reg_B = 0;
		end
		16'b1111111100000000 : begin					 
			reg_rst = 0;
			reg_1 = 0; 
			reg_2 = 0;
			reg_3 = 0;
			reg_4 = 0; 
			reg_5 = 0;
			reg_6 = 0;
			reg_7 = 0;
			reg_8 = 0;
			reg_9 = 0;
			reg_0 = 1;
			reg_A = 0;
			reg_B = 0;
		end
		16'b1111000000001111 : begin					 
			reg_rst = 0;
			reg_1 = 0; 
			reg_2 = 0;
			reg_3 = 0;
			reg_4 = 0; 
			reg_5 = 0;
			reg_6 = 0;
			reg_7 = 0;
			reg_8 = 0;
			reg_9 = 0;
			reg_0 = 0;
			reg_A = 1;
			reg_B = 0;
		end
		16'b1110110000010011 : begin 				 
			reg_rst = 0;
			reg_1 = 0; 
			reg_2 = 0;
			reg_3 = 0;
			reg_4 = 0; 
			reg_5 = 0;
			reg_6 = 0;
			reg_7 = 0;
			reg_8 = 0;
			reg_9 = 0;
			reg_0 = 0;
			reg_A = 0;
			reg_B = 1;
		end
		16'b1110110100010010 : begin					 
			reg_rst = 1;
			reg_1 = 0; 
			reg_2 = 0;
			reg_3 = 0;
			reg_4 = 0; 
			reg_5 = 0;
			reg_6 = 0;
			reg_7 = 0;
			reg_8 = 0;
			reg_9 = 0;
			reg_0 = 0;
			reg_A = 0;
			reg_B = 0;
		end
		default     : begin
			reg_rst = 0;
			reg_1 = 0; 
			reg_2 = 0;
			reg_3 = 0;
			reg_4 = 0; 
			reg_5 = 0;
			reg_6 = 0;
			reg_7 = 0;
			reg_8 = 0;
			reg_9 = 0;
			reg_0 = 0;
			reg_A = 0;
			reg_B = 0;
		end
	endcase
	end
	else begin
			reg_rst = 0;
			reg_1 = 0; 
			reg_2 = 0;
			reg_3 = 0;
			reg_4 = 0; 
			reg_5 = 0;
			reg_6 = 0;
			reg_7 = 0;
			reg_8 = 0;
			reg_9 = 0;
			reg_0 = 0;
			reg_A = 0;
			reg_B = 0;
	end
end
endmodule
```
`run.sh`:
```
#!/bin/bash
# OpenROAD 26Q1-2900-gdf79404cd8, Yosys 0.63+post, stock flow scripts
make -C /OpenROAD-flow-scripts/flow DESIGN_CONFIG=/design/flow/config.mk WORK_HOME=/design/flow/orfs finish
```
`config.mk`:
```
export PLATFORM = sky130hd
export DESIGN_NAME = IR_RECEIVE
export DESIGN_NICKNAME = IR_RECEIVE
export VERILOG_FILES = /design/flow/design.v
export SDC_FILE = /design/flow/constraint.sdc
export NUM_CORES = 4
export LEC_CHECK = 1
export CORE_UTILIZATION = 30
```
`constraint.sdc`:
```
current_design IR_RECEIVE

set clk_period 3.8
set clk_io_pct 0.2

create_clock -name clk0 -period $clk_period [get_ports {iCLK}]

set non_clock_inputs [all_inputs -no_clocks]
set_input_delay [expr $clk_period * $clk_io_pct] -clock clk0 $non_clock_inputs
set_output_delay [expr $clk_period * $clk_io_pct] -clock clk0 [all_outputs]
```
==> flow_metrics.py <==
# Physical implementation metrics
metrics = {
    "run_status": {
        "status": "finished clean",
    },
    "setup_path": {
        "worst-path-max-fanout": 4,
        "worstSetupPathType": "reg -> out",
        "timing.critical_path.to_type": "output port",
        "worstSetupStartpoint": "oDATA_r[21]",
        "startpoint_type": "flop",
        "worstReg2RegStart": "bitcount[0]",
        "cp.required_ps": 3040,
        "crit_slowest_cell": "sky130_fd_sc_hd__or4_1",
        "worstPathArrival_ps": 2490,
        "crit_path_cell_trace": "nor3b_1, nand4bb_1, or4_1, nor2_1, clkdlybuf4s50_1",
        "timing.critical_path.slowest_cell_delay_ps": 570,
    },
    "synthesis": {
        "synth_flops": 115,
        "number_of_enable_type_register_cells_in_the_synthesized_netlist": 16,
        "area_of_the_synthesized_netlist_per_yosys_stat_um2": 5470,
        "synth.lib_cells_used.distinct": 52,
        "yosys_most_used_dff": "sky130_fd_sc_hd__dfrtp_1",
        "async_flop_share_pct": 86.1,
        "yosys_stat_cell_total": 503,
        "postSynthSeqShare_pct": 54.1,
        "synthesis.yosys.warnings": 33,
        "synthesis.area_um2": 5470,
        "synthesis.instances": 503,
        "postSynthAreaPerCell_um2": 10.9,
    },
    "cells_and_area": {
        "post_route_cells_drive_above_1_share_pct": 8.35,
        "area_growth_pct": 17.7,
    },
    "clock_tree": {
        "clock_sinks": 115,
        "ctsResizeCount": 0,
        "clock_tree_from_tritoncts": "done",
        "clock_tree.buffer_depth": 2,
        "cts.clk_slew.worst_paths_ps": 50,
        "postCtsSetupRepairBufs": 0,
        "numCtsBuffers": 17,
        "ctsRootBufferMaster": "sky130_fd_sc_hd__clkbuf_16",
        "ctsHoldBuffers": 0,
        "cts_htree_levels": 4,
        "clock_latency_ps": 400,
    },
    "sta": {
        "max_clock_freq_mhz": 308,
        "timing.clock.skew_ps": 9.84,
        "drv_slew": 0,
        "maxSlewHeadroom_pct": 48.1,
        "rsz0062_at_grt": "no",
        "tns_ps": 0,
        "worstMarginPinSlew_ps": 773,
        "period_minus_slack_ps": 3250,
        "final_hold_viol_count": 0,
        "finalCritPeriodShare_pct": 85.5,
        "finalSetupViolations": 0,
    },
    "global_routing": {
        "track_usage_pct": 11.4,
        "via_count_of_the_first_global_routing_pass": 3558,
        "initial_antenna_violation_count": 0,
        "wire_length_of_the_first_global_routing_pass_mm": 16.7,
        "maximum_number_of_pins_on_one_net_before_global_route_repair": 56,
        "globalRoute.totalOverflow": 0,
    },
    "floorplan": {
        "dieArea_um2": 18800,
        "fp-row-count": 48,
        "die-height_um": 137,
        "die_w_um": 137,
        "core_area_um2": 17500,
        "io-pin-count": 16,
        "fp-utilization_pct": 31.2,
    },
    "routing": {
        "ratio_of_routed_vias_to_standard_cells": 4.83,
        "drtIter0Drc": 244,
        "first_pass_iters": 5,
        "detail_route.wl_per_cell_um": 12.5,
        "route.detailed.drc": 0,
        "total_number_of_vias": 3688,
        "antennaDiodeCount": 0,
        "final_antenna_net_count": 0,
        "total_length_of_routed_wires_mm": 9.52,
    },
    "placed_design": {
        "post-dp-hpwl_mm": 6.30,
        "portBuffers": 15,
        "finalWeightedCongestion": 0.794,
    },
    "power_and_ir_drop": {
        "power.leakage_uw": 0.00270,
        "irDropWorstVdd_mv": 0.243,
        "totalPowerFinal_uw": 2790,
        "pwr_density_cell_nw_per_um2": 433,
    },
    "run": {
        "drv_cap": 0,
        "warnings": 33,
    },
    "worst_hold_path": {
        "min-delay-start": "data_buf[25]",
        "path_type_of_the_worst_min_delay_path": "reg -> reg",
    },
}
[power breakdown]
group | switching, µW | total [µW] | leakage (µW) | internal, µW
Sequential | 0 | 1250 | 0.00157 | 1250
Combinational | 21.1 | 24.0 | 0.000860 | 2.92
Clock | 518 | 1510 | 0.000277 | 996
[through the flow]
step / util [%] / cell area, µm² / hold slack (ps) / setup slack (ps) / instances
2_1_floorplan: - / 5470 / 331 / 736 / 503
6_report: 36.7 / 6430 / 344 / 552 / 764
5_1_grt: 36.7 / 6430 / 349 / 329 / 764
3_3_place_gp: 33.4 / 5850 / 335 / 990 / 732
3_5_place_dp: 33.4 / 5850 / 334 / 979 / 732
4_1_cts: 36.7 / 6430 / 347 / 524 / 764
[cell families after synthesis]
logic type | share of synthesized area (%)
buffers and inverters | 2.27
adder cells (fa/ha/maj) | 2.75
XOR/XNOR | 9.75
AND-OR/OR-AND | 8.43
flip-flops | 54.1
AND/OR/NAND/NOR | 22.7
[worst max-delay path, delay by kind of cell (launching register included)]
family	cells	cell delay, ps
buf+inv	1	460
flops	1	350
simple gates	4	1270
[sequential cells by signal (all words and copies together) (netlist names)]
name,cells
idle_count_flag,1
idle_count,18
oDATA_r,16
data,16
data_buf,16
data_count,18
state_count_flag,1
state,4
bitcount,6
state_count,18
data_count_flag,1
[worst paths after layout]
check	endpoint	slack (ps)	cells past startpoint
worst max-delay path	o_4	550	5
worst min-delay path	oDATA_r[25]	340	0
worst max register to register	data[27]	1270	7
worst min register to register	oDATA_r[25]	340	0
max in group asynchronous	bitcount[0]	2210	3
min in group asynchronous	idle_count[4]	490	2
[layout make-up]
cell class / count / area [µm²]
sequential: 115 / 2960
clock buffer: 23 / 468
fill: 1613 / 11100
multi-input combinational: 359 / 2390
clock inverter: 9 / 108
inverter: 15 / 56.3
timing repair buffer: 18 / 170
tap: 225 / 282
[placed cells by master, fill, tap and decap left out, types with 8 or more instances in the layout]
| master | n |
|---|---|
| sky130_fd_sc_hd__and2_1 | 44 |
| sky130_fd_sc_hd__and3_1 | 8 |
| sky130_fd_sc_hd__clkbuf_16 | 17 |
| sky130_fd_sc_hd__clkdlybuf4s50_1 | 14 |
| sky130_fd_sc_hd__dfrtp_1 | 98 |
| sky130_fd_sc_hd__edfxtp_1 | 16 |
| sky130_fd_sc_hd__ha_1 | 12 |
| sky130_fd_sc_hd__inv_1 | 15 |
| sky130_fd_sc_hd__nand2_1 | 48 |
| sky130_fd_sc_hd__nand3_1 | 20 |
| sky130_fd_sc_hd__nand4_1 | 14 |
| sky130_fd_sc_hd__nor2_1 | 31 |
| sky130_fd_sc_hd__nor2b_1 | 12 |
| sky130_fd_sc_hd__nor3_1 | 12 |
| sky130_fd_sc_hd__o21ai_0 | 11 |
| sky130_fd_sc_hd__o41ai_1 | 16 |
| sky130_fd_sc_hd__or3_1 | 10 |
| sky130_fd_sc_hd__xnor2_1 | 37 |
| sky130_fd_sc_hd__xor2_1 | 22 |
[synth_stat cells (2+ instances only)]
library cell,instances,share of area [%]
sky130_fd_sc_hd__and4_1,2,0.32
sky130_fd_sc_hd__or3_1,10,1.1
sky130_fd_sc_hd__o41ai_1,16,2.6
sky130_fd_sc_hd__nor2_1,31,2.1
sky130_fd_sc_hd__o2111ai_1,3,0.48
sky130_fd_sc_hd__edfxtp_1,16,8.8
sky130_fd_sc_hd__and2_1,44,5.0
sky130_fd_sc_hd__o31ai_1,2,0.27
sky130_fd_sc_hd__a21oi_1,4,0.37
sky130_fd_sc_hd__o211ai_1,4,0.55
sky130_fd_sc_hd__clkbuf_1,7,0.48
sky130_fd_sc_hd__nor2b_1,12,1.4
sky130_fd_sc_hd__buf_2,6,0.55
sky130_fd_sc_hd__and3_1,8,0.92
sky130_fd_sc_hd__nor3_1,13,1.2
sky130_fd_sc_hd__xnor2_1,37,5.9
sky130_fd_sc_hd__inv_1,15,1.0
sky130_fd_sc_hd__nor4_2,2,0.46
sky130_fd_sc_hd__o21ai_0,11,1.0
sky130_fd_sc_hd__a221oi_1,2,0.32
sky130_fd_sc_hd__nand4_1,14,1.6
sky130_fd_sc_hd__nand4b_1,4,0.64
sky130_fd_sc_hd__or4_1,4,0.55
sky130_fd_sc_hd__nand2_1,48,3.3
sky130_fd_sc_hd__nor4_1,5,0.57
sky130_fd_sc_hd__nand3_1,20,1.8
sky130_fd_sc_hd__xor2_1,22,3.5
sky130_fd_sc_hd__ha_1,12,2.7
sky130_fd_sc_hd__or4b_1,2,0.37
sky130_fd_sc_hd__nand2b_1,2,0.23
sky130_fd_sc_hd__a21boi_0,7,0.96
sky130_fd_sc_hd__dfrtp_1,98,45
[routing by layer]
layer	part of all wire (%)	wire length, µm	track usage [%]
met5	0	0	0
met4	1.0	99	1.95
met3	3.6	347	2.65
met2	44	4220	17.2
met1	51	4850	17.3
No activity file was given, so power comes from the tool's default toggle rates.
